--- config.mk ---
export PLATFORM = sky130hd
export DESIGN_NAME = cntwithsel
export DESIGN_NICKNAME = cntwithsel
export VERILOG_FILES = /design/flow/design.v
export SDC_FILE = /design/flow/constraint.sdc
export NUM_CORES = 4
export LEC_CHECK = 1
export CORE_AREA = 10 10 70 70
export DIE_AREA = 0 0 80 80
--- design.v ---
module cntwithsel #(
    parameter BITWIDTH = 4  
) (
    input wire iClk,  
    input wire iRstN,  
    input wire iSel, 
    input wire iClr, 
    output wire [BITWIDTH - 1:0] oCnt
);
    reg [BITWIDTH - 1:0] oCnt0;
    reg [BITWIDTH - 1:0] oCnt1;
    wire [BITWIDTH - 1:0] oCnt_plus_1;
    always@(posedge iClk or negedge iRstN) begin
        if(~iRstN) begin
            oCnt0 <= 0;
            oCnt1 <= 0;
        end else begin
            if(iClr) begin
                oCnt0 <= 0;
                oCnt1 <= 0;
            end else begin   
                if(iSel) begin
                    oCnt0 <= oCnt0;
                    oCnt1 <= oCnt_plus_1;
                end else begin
                    oCnt0 <= oCnt_plus_1;
                    oCnt1 <= oCnt1;
                end     
            end
        end
    end
    assign oCnt_plus_1 = oCnt + 1;
    assign oCnt = ((iSel) ? oCnt1 : oCnt0);
endmodule
--- constraint.sdc ---
current_design cntwithsel

set clk_period 2.6
set clk_io_pct 0.2

create_clock -name clk0 -period $clk_period [get_ports {iClk}]

set non_clock_inputs [all_inputs -no_clocks]
set_input_delay [expr $clk_period * $clk_io_pct] -clock clk0 $non_clock_inputs
set_output_delay [expr $clk_period * $clk_io_pct] -clock clk0 [all_outputs]
--- run.sh ---
#!/bin/bash
# OpenROAD 26Q1-2900-gdf79404cd8, Yosys 0.63+post, stock flow scripts
make -C /OpenROAD-flow-scripts/flow DESIGN_CONFIG=/design/flow/config.mk WORK_HOME=/design/flow/orfs finish
==> ci_impl_report.md <==
## PnR job results

| Metric | Value |
|---|---|
| Status | completed |
| Area growth, synth to finish | 34.7% |
| Biggest area cells | dfrtp_1, mux2_2, xor2_1, nor2_1, nand4_4 |
| # hold bufs at CTS | 0 |
| Vias in the first global route | 248 |
| Worst-path maximum fanout | 7 |
| Cycle use final | 82.6% |
| Area leader, netlist | dfrtp_1 |
| Mean area per synthesized cell | 11.9 µm² |
| Final Max Tran Viols | 0 |
| Cell Type Count | 13 |
| Chip Area, Yosys | 418 µm² |
| Post-route DRC | 0 |
| Seq/Total Area, Yosys | 47.9% |
| Final setup viols | 0 |
| Peak VDD IR | 189 µV |
| I/O pins | 8 |
| Largest net degree at the start of global routing | 9 |
| Worst reg2reg path endpoint | oCnt0[2]$_DFFE_PN0P_ |
| Required @ worst endpoint | 2.08 ns |
| Kind of critical path | input pin to primary output |
| Syn. warnings | 1 |
| Worst hold start | oCnt0[3]$_DFFE_PN0P_ |
| Max stage delay on crit path | 0.42 ns |
| TNS Setup | 0 ns |
| Worst Hold Depth | 2 |
| Total GRT Usage | 2.68% |
| CP Capture Type | primary output |
| Total power | 0.275 mW |
| Cell Rows | 21 |
| Overflow after GRT | 0 |
| Max_cap viols | 0 |
| Pwr Density | 489 mW/mm² |
| Worst r2r src | oCnt1[0]$_DFFE_PN0P_ |
| Initial core utilization | 12.2% |
| Via density | 2.97 |
| Hold Crit Endpoint | oCnt0[3]$_DFFE_PN0P_ |
| Via count | 267 |
| Final count of hold timing violations | 0 |
| Min cycle time layout | 2.15 ns |
| Hold Crit Class | flop to flop |
| Initial antenna violation count | 0 |
| Syn Inst Count | 35 |
| Chip area | 0.00640 mm² |
| Seq cells post-synth | 8 |
| Achievable Freq | 466 MHz |
| Drt total wl | 812 µm |
| CTS sink count | 8 |
| Die Ht | 80 µm |
| Drt first pass iters | 2 |
| CTS Root Buffer Type | clkbuf_4 |
| Cells in synth_stat.txt | 35 |
| Worst Tran Pin Value | 0.378 ns |
| Int Power | 0.209 mW |
| DIE WIDTH | 80 µm |
| R2R cell count | 5 |
| Worst skew pair latency | 0.25 ns |
| Fill cells | 391 |
| DR WL/cell | 9.02 µm |
| GPL Wtd Cong | 0.764 |
| Tool warnings | 25 |
| Hold Slack | 0.542 ns |
| Reg clk slew, reported paths | 0.05 ns |
| I/O Buffers | 7 |
| CTS max path bufs | 2 |
| Core Footprint | 0.00342 mm² |
| Antenna diode count | 0 |
| Iteration-0 DRC Markers | 2 |
| Worst Setup SP | iSel |
| Setup bufs post-CTS | 0 |
| Max-area cell share | 47.9% |
| TritonCTS clock tree | done |
| H-tree depth | 1 |
| Unrepaired setup endpoints after global routing | no |
| Switch Pwr | 0.0663 mW |
| CP max-delay cell | clkdlybuf4s50_1 |
| Inserted Clock Buffers | 3 |
| Share of power burned in registers | 50.6% |
| Data arrival, critical path | 1.63 ns |
| Netlist Area Pre-Place | 418 µm² |
| Comb power frac | 15.6% |
| Fin util | 16.5% |
| CP Launch Type | input pin |
| Slew HR | 74.7% |
| Ordered cell list for the critical path | dlymetal6s2s_1, mux2_2, clkdlybuf4s50_1 |
| Power share of the clock group | 33.8% |
| Post-CTS Resized | 0 |
| Skew final | 0.00408 ns |
| First-pass GRT wire length | 1300 µm |
| R2R Setup Slk | 1.17 ns |
| Layout cell share with drive strength beyond 1 | 22.7% |
| LEAKAGE | 0.252 nW |
| Sw frac | 24.1% |
| Final antenna-violating net count | 0 |
## power by group through the flow
stage     Clock [mW]  Sequential [mW]  Combinational (mW)
4_1_cts       0.0984            0.139              0.0439
6_report      0.0931            0.139              0.0428
5_1_grt        0.104            0.141              0.0477
## how the worst max path moves through the flow
stage,slack (ns),end,cells past startpoint
CTS,0.05,oCnt[0],3
global route,0.39,oCnt[1],3
finish,0.45,oCnt[0],3
## kinds of logic (layout without fill, tap and decap cells)
kind of cell | after synthesis | count (layout) | share of synthesized area (%)
xor gates and xnor gates | 6 | 6 | 12.6
adders and majority gates | 1 | 1 | 2.99
buffers and inverters | 2 | 11 | 3.59
DFF | 8 | 8 | 47.9
muxes | 6 | 6 | 15.6
and+or+nand+nor | 12 | 12 | 17.4
## critical path, delay by kind of cell
| family | cells | cell delay, ns |
|---|---|---|
| buffers and inverters | 2 | 0.70 |
| multiplexers | 1 | 0.40 |
## cells in the mapped netlist
cell,count
ha_1,1
nand2_1,1
mux2_2,4
nor2_1,8
and2b_2,1
buf_6,1
dfrtp_1,8
mux2i_1,2
xnor2_1,2
xor2_1,4
buf_1,1
nand4_4,1
nand4b_1,1
## layout by cell type (no fill, tap or decap)
| cell type | netlist | routed |
|---|---|---|
| dlymetal6s2s_1 | 0 | 1 |
| and2b_2 | 1 | 1 |
| mux2i_1 | 2 | 2 |
| nand2_1 | 1 | 1 |
| nand4_4 | 1 | 1 |
| mux2_2 | 4 | 4 |
| xnor2_1 | 2 | 2 |
| ha_1 | 1 | 1 |
| dfrtp_1 | 8 | 8 |
| clkbuf_4 | 0 | 3 |
| clkdlybuf4s50_1 | 0 | 6 |
| xor2_1 | 4 | 4 |
| buf_4 | 0 | 1 |
| nor2_1 | 8 | 8 |
| nand4b_1 | 1 | 1 |
## stage by stage
step	cells	setup slack, ns	instance area [µm²]
global route	90	0.391	563
finish	90	0.453	563
global placement	87	0.0717	538
detailed placement	87	0.0649	538
CTS	90	0.0524	561
floorplan	35	0.939	418
## area by class of cell
cell class / count / area [µm²] / area share [%]
Multi-Input combinational cell: 25 / 203 / 36.0
Sequential cell: 8 / 200 / 35.6
Timing Repair Buffer: 8 / 80.1 / 14.2
Tap cell: 46 / 57.6 / 10.2
Clock buffer: 3 / 22.5 / 4.00
## metal layers
| metal | vias to the layer above | wire length [µm] | global-route usage [%] |
|---|---|---|---|
| met1 | 123 | 416 | 3.85 |
| met2 | 9 | 286 | 2.81 |
| met4 | 0 | 0 | 0.176 |
| met3 | 0 | 108 | 2.50 |
| li1 | 135 | - | - |
| met5 | - | 0 | 0 |
## sequential cells by signal, indices dropped and copies added (netlist names)
signal and count:
oCnt1 4, oCnt0 4
Power and IR drop assume default switching activity.
