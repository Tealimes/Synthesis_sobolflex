===== ./run.sh =====
#!/bin/bash
# OpenROAD 26Q1-2900-gdf79404cd8, Yosys 0.63+post, stock flow scripts
make -C /OpenROAD-flow-scripts/flow DESIGN_CONFIG=/design/flow/config.mk WORK_HOME=/design/flow/orfs finish

===== ./config.mk =====
export PLATFORM = sky130hd
export DESIGN_NAME = sobolrng
export DESIGN_NICKNAME = sobolrng
export VERILOG_FILES = /design/flow/design.v
export SDC_FILE = /design/flow/constraint.sdc
export NUM_CORES = 4
export LEC_CHECK = 1
export CORE_AREA = 10 10 75 75
export DIE_AREA = 0 0 85 85

===== ./constraint.sdc =====
current_design sobolrng

set clk_period 2.2
set clk_io_pct 0.2

create_clock -name clk0 -period $clk_period [get_ports {iClk}]

set non_clock_inputs [all_inputs -no_clocks]
set_input_delay [expr $clk_period * $clk_io_pct] -clock clk0 $non_clock_inputs
set_output_delay [expr $clk_period * $clk_io_pct] -clock clk0 [all_outputs]

===== ./design.v =====
module sobolrng_core #(
    parameter BITWIDTH = 8
) (
    input wire iClk,  
    input wire iRstN,  
    input wire iEn,
    input wire iClr,
    input wire [BITWIDTH - 1: 0] iOneHot,  
    input wire [BITWIDTH*BITWIDTH - 1: 0] dirVec,
    output reg [BITWIDTH - 1: 0] oRand  
);
    wire [BITWIDTH * BITWIDTH - 1: 0] orVec;
    wire [BITWIDTH - 1: 0] vec;
    assign orVec[BITWIDTH - 1: 0] = iOneHot[0] ? dirVec[BITWIDTH - 1: 0] : 0;
    genvar i;
    generate 
        for(i = 1; i < BITWIDTH; i = i + 1) begin
            assign orVec[(i+1)*BITWIDTH-1:i*BITWIDTH] = orVec[i*BITWIDTH-1:(i-1)*BITWIDTH] | (iOneHot[i] ? dirVec[(i+1)*BITWIDTH-1 : i*BITWIDTH] : 0);
        end
    endgenerate
    assign vec = orVec[BITWIDTH*BITWIDTH - 1: (BITWIDTH-1)*BITWIDTH];
    always@(posedge iClk or negedge iRstN) begin
        if(~iRstN) begin
            oRand <= 0;
        end else begin
            if(iClr) begin
                oRand <= 0;
            end else begin
                if(iEn) begin
                    oRand <= oRand ^ vec;
                end else begin 
                    oRand <= oRand;
                end 
            end 
        end
    end
endmodule
module lsz # (
    parameter BITWIDTH = 4,
    parameter LOGBITWIDTH = $clog2(BITWIDTH)  
) (
    input wire [BITWIDTH - 1: 0] iGrey,  
    output wire [BITWIDTH - 1: 0] oOneHot,  
    output reg [LOGBITWIDTH - 1: 0] lszIdx  
);
    wire [BITWIDTH - 1: 0] tc;  
    genvar i;
    assign tc[0] = ~iGrey[0]; 
    generate 
        for (i = 1; i < BITWIDTH; i = i + 1) begin
            assign tc[i] = tc[i - 1] | ~iGrey[i];
        end
    endgenerate
    genvar j;
    assign oOneHot[0] = tc[0];
    generate 
        for(j = 1; j < BITWIDTH; j = j + 1) begin
            assign oOneHot[j] = tc[j - 1] ^ tc[j];
        end
    endgenerate
    always@(*) begin
        case(oOneHot)
            'd1 : lszIdx = 'd0;
            'd2 : lszIdx = 'd1;
            'd4 : lszIdx = 'd2;
            'd8 : lszIdx = 'd3;
            'd16 : lszIdx = 'd4;
            'd32 : lszIdx = 'd5;
            'd64 : lszIdx = 'd6;
            'd128 : lszIdx = 'd7;
            'd256 : lszIdx = 'd8;
            'd512 : lszIdx = 'd9;
            default : lszIdx = 'd0;
        endcase
    end
endmodule
module cntwithen #(
    parameter BITWIDTH = 4  
) (
    input wire iClk,  
    input wire iRstN,  
    input wire iEn, 
    input wire iClr, 
    output reg [BITWIDTH - 1:0] oCnt
);
    always@(posedge iClk or negedge iRstN) begin
        if(~iRstN) begin
            oCnt <= 0;
        end else begin
            if(iClr) begin
                oCnt <= 0;
            end else begin
                oCnt <= oCnt + iEn;
            end
        end
    end
endmodule
module sobolrng #(
    parameter BITWIDTH = 8
) (
    input wire iClk,  
    input wire iRstN,  
    input wire iEn, 
    input wire iClr, 
    output wire [BITWIDTH - 1: 0] sobolseq
);
    wire [BITWIDTH - 1: 0] cntNum;
    wire [BITWIDTH - 1: 0] oneHot;
    wire [BITWIDTH*BITWIDTH - 1: 0] dirVec;
    cntwithen #(
        .BITWIDTH(BITWIDTH)
    ) u_cntwithen (
        .iClk(iClk),
        .iRstN(iRstN),
        .iEn(iEn),
        .iClr(iClr),
        .oCnt(cntNum)
    );
    lsz #(
        .BITWIDTH(BITWIDTH)
    ) u_lsz (
        .iGrey(cntNum),
        .oOneHot(oneHot),
        .lszIdx()
    );
        assign dirVec[1*BITWIDTH-1 : 0*BITWIDTH] = 'd128;
        assign dirVec[2*BITWIDTH-1 : 1*BITWIDTH] = 'd64;
        assign dirVec[3*BITWIDTH-1 : 2*BITWIDTH] = 'd32;
        assign dirVec[4*BITWIDTH-1 : 3*BITWIDTH] = 'd16;
        assign dirVec[5*BITWIDTH-1 : 4*BITWIDTH] = 'd8;
        assign dirVec[6*BITWIDTH-1 : 5*BITWIDTH] = 'd4;
        assign dirVec[7*BITWIDTH-1 : 6*BITWIDTH] = 'd2;
        assign dirVec[8*BITWIDTH-1 : 7*BITWIDTH] = 'd1;
    sobolrng_core #(
        .BITWIDTH(BITWIDTH)
    ) u_sobolrng_core (
        .iClk(iClk),
        .iRstN(iRstN),
        .iEn(iEn),
        .iClr(iClr),
        .iOneHot(oneHot),
        .dirVec(dirVec),
        .oRand(sobolseq)
    );
endmodule

==> results.yml <==
# implementation run metrics
global_routing:
  globalRouteTotalUtil: 0.04136
  overflow: 0
  grt_pass1_vias: 566
  antenna_found_initial: 0
  grt_pass1_wl_um: 2553
  grt_max_degree: 17
final_timing:
  report.final.slew_viol_count: 0
  fin_crit_sh: 0.8599
  worst_slack_ns: 0.3083
  relSlewSlack: 0.5332
  tightest_slew_ns: 0.6980
  setup_viol: 0
  clock_skew_ns: 0.0006406
  hold_violations: 0
  rsz0062_at_grt: "false"
  period_minus_slack_ns: 1.892
  hold_ws_ns: 0.5463
  setup_tns_ns: 0
  fmax_ghz: 0.5286
min_path:
  whs_endpoint: "u_cntwithen.oCnt[7]$_DFF_PN0_"
  min_from: "u_cntwithen.oCnt[7]$_DFF_PN0_"
  worstHoldPathCells: 2
  hp-class: "register to register"
yosys:
  syn_area_um2: 752.0
  ys_cells: 71
  top_area_cell: "dfrtp_1"
  ys_ff: 16
  synth.area.top_cells: "dfrtp_1, a21oi_1, o21ai_0"
  synth.distinct_cells: 22
  syn_inst: 71
  avgSynthCellArea_um2: 10.59
  ys_seq_share: 0.5324
  synth_warnings: 3
  yosysTopAreaCellShare: 0.5324
  yosys_area_um2: 752.0
placed_design:
  place_area_um2: 920.9
  gp_routability_congestion: 0.7526
  place_inst: 131
  pre_cts_ws_ns: 0.09152
  portBuffers: 11
  hpwl_um: 1067
clock_network:
  clock_path_buffers: 2
  insertion_delay_ns: 0.24
  cts_tree: "yes"
  postCtsSetupRepairBufs: 0
  cts_buffers: 3
  cts_resized: 0
  cts_root_buf: "clkbuf_8"
  hold_buffers: 0
  cts.clk_slew.worst_paths_ns: 0.06
  cts.sinks: 16
  h-tree-depth: 1
routing:
  drtAntennaViolNets: 0
  drc_errors: 0
  route.antenna.diode_count: 0
  drt_iter0_drc: 26
  num_vias: 580
  viasPerCell: 4.328
  routed_wl_um: 1502
  post_drt_wl_per_cell_um: 11.21
  firstDrtPassIters: 4
floorplan:
  io_pins: 12
  die_w_um: 85
  std_cell_rows: 23
  fp_util: 0.1853
  die_y_um: 85
  die_area_mm2: 0.007225
  core_area_mm2: 0.004058
setup_path:
  crit_fanout: 3
  reg2reg_to: "u_cntwithen.oCnt[6]$_DFF_PN0_"
  start_kind: "primary input"
  cp_data_required_time_ns: 2.36
  r2r-start: "u_cntwithen.oCnt[0]$_DFF_PN0_"
  rrSetupSlack_ns: 0.62
  end_kind: "register"
  ff2ff_path_depth: 5
  path_class: "primary input to register"
  crit_arrival_ns: 2.05
flow_run:
  openroad.warnings: 25
  drv_cap: 0
final_layout:
  drive_gt1_frac: 0.1071
  area_growth_pct: 27.95
  fin_util: 0.2371
  stdcell_area_um2: 962.2
  fin_cells: 134
pwr:
  finalPower_mw: 0.5643
  ir_worst_vdd_mv: 0.4331
  power_leakage_nw: 0.3695
  powerDensity_mw_per_mm2: 586.4
run_status:
  status: "complete, no violations"
worst max path at each step:
stage / startpoint / slack, ns / to
6_report: iEn / 0.31 / u_cntwithen.oCnt[6]$_DFF_PN0_
5_1_grt: iEn / 0.21 / u_cntwithen.oCnt[6]$_DFF_PN0_
4_1_cts: iEn / 0.32 / u_cntwithen.oCnt[6]$_DFF_PN0_
layout by cell type, fill, tap and decap left out, drive strengths merged:
cell type and count:
a21oi 9, o21ai 6, or2b 1, nand4 2, clkdlybuf4s50 11, nor2b 3
nand3 3, or3 6, clkbuf 3, o31ai 3, nor2 5, xor2 3
dfrtp 16, nand4b 1, ha 2, nand2b 1, or4 3, xnor2 2
buf 1, nand2 3
registers in the layout (all words and copies together) (netlist names):
| name | cells |
|---|---|
| u_sobolrng_core.oRand | 8 |
| u_cntwithen.oCnt | 8 |
critical path: stages:
cell             delay [ns]
clkdlybuf4s50_1        0.53
ha_1                   0.21
ha_1                   0.22
nand2_1                0.09
or3_2                  0.42
a21oi_1                0.15
final cells by class:
cell class	count	area [um^2]
multi-input cells	53	340.3
well taps	50	62.56
clock buffers	3	41.29
fillers	417	3095
repair buffers	12	117.6
flip-flops and latches	16	400.4
cells in the mapped netlist:
library cell	number
o21ai_0	6
xnor2_1	2
ha_1	2
buf_4	1
or3_1	3
nand3_1	2
clkbuf_1	1
nand2b_1	1
nand4_1	1
or2b_1	1
or4_1	3
nor2b_1	3
nand3_2	1
nand4b_1	1
nand4_2	1
or3_2	3
nor2_1	5
nand2_1	3
o31ai_1	3
dfrtp_1	16
a21oi_1	9
xor2_1	3
cell families after synthesis:
kind of cell | after synthesis | synth area share
AOI/OAI and AO/OA | 18 | 0.1298
xor gates and xnor gates | 5 | 0.05825
adders and majority gates | 2 | 0.03327
buffers and inverters | 2 | 0.01497
DFF | 16 | 0.5324
and+or+nand+nor | 28 | 0.2313
routing by layer:
| metal | track usage | vias to the layer above | wire, um | share of wire |
|---|---|---|---|---|
| met4 | 0.001497 | 0 | 4 | 0.0027 |
| li1 | - | 287 | - | - |
| met3 | 0.02890 | 2 | 170 | 0.11 |
| met1 | 0.05315 | 271 | 743 | 0.49 |
| met5 | 0 | - | 0 | 0 |
| met2 | 0.05858 | 20 | 584 | 0.39 |
report_power, final:
group	total (mW)	internal (mW)	switching, mW
Clock	0.211	0.121	0.0899
Sequential	0.311	0.302	0.00895
Combinational	0.0421	0.0225	0.0196
Total	0.564	0.446	0.119
Power figures rest on the tool's default switching activity, not on a simulated workload.
