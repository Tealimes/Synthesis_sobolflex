File: /design/flow/config.mk
export PLATFORM = sky130hd
export DESIGN_NAME = sobolflex_core
export DESIGN_NICKNAME = sobolflex_core
export VERILOG_FILES = /design/flow/design.v
export SDC_FILE = /design/flow/constraint.sdc
export NUM_CORES = 4
export LEC_CHECK = 1
export CORE_AREA = 10 10 100 100
export DIE_AREA = 0 0 110 110
File: /design/flow/constraint.sdc
current_design sobolflex_core

set clk_period 1.7
set clk_io_pct 0.2

create_clock -name clk0 -period $clk_period [get_ports {iClk}]

set non_clock_inputs [all_inputs -no_clocks]
set_input_delay [expr $clk_period * $clk_io_pct] -clock clk0 $non_clock_inputs
set_output_delay [expr $clk_period * $clk_io_pct] -clock clk0 [all_outputs]
File: /design/flow/design.v
module sobolflex_core #(
    parameter BITWIDTH = 8
) (
    input wire iClk,  
    input wire iRstN,  
    input wire iSel,
    input wire iClr,
    input wire [BITWIDTH - 1: 0] iOneHot,  
    input wire [BITWIDTH*BITWIDTH - 1: 0] dirVec,
    output wire [BITWIDTH - 1: 0] oRand  
);
    wire [BITWIDTH * BITWIDTH - 1: 0] orVec;
    wire [BITWIDTH - 1: 0] vec;
    reg [BITWIDTH - 1: 0] oRand0;
    reg [BITWIDTH - 1: 0] oRand1;
    wire [BITWIDTH - 1: 0] oRand_vec;
    assign orVec[BITWIDTH - 1: 0] = iOneHot[0] ? dirVec[BITWIDTH - 1: 0] : 0;
    genvar i;
    generate 
        for(i = 1; i < BITWIDTH; i = i + 1) begin
            assign orVec[(i+1)*BITWIDTH-1:i*BITWIDTH] = orVec[i*BITWIDTH-1:(i-1)*BITWIDTH] | (iOneHot[i] ? dirVec[(i+1)*BITWIDTH-1 : i*BITWIDTH] : 0);
        end
    endgenerate
    assign vec = orVec[BITWIDTH*BITWIDTH - 1: (BITWIDTH-1)*BITWIDTH];
    always@(posedge iClk or negedge iRstN) begin
        if(~iRstN) begin
            oRand0 <= 0;
            oRand1 <= 0;
        end else begin
            if(iClr) begin
                oRand0 <= 0;
                oRand1 <= 0;
            end else begin    
                if(iSel) begin
                    oRand0 <= oRand0;
                    oRand1 <= oRand_vec;
                end else begin 
                    oRand0 <= oRand_vec;
                    oRand1 <= oRand1;
                end 
            end 
        end
    end
    assign oRand_vec = oRand ^ vec;
    assign oRand = (iSel) ? oRand1 : oRand0;
endmodule
File: /design/flow/run.sh
#!/bin/bash
# OpenROAD 26Q1-2900-gdf79404cd8, Yosys 0.63+post, stock flow scripts
make -C /OpenROAD-flow-scripts/flow DESIGN_CONFIG=/design/flow/config.mk WORK_HOME=/design/flow/orfs finish
==> run summary <==
Routed vias -> 1453
I/O pins -> 84
Met1 usage -> 14.3%
Tool warnings -> 25
Min Hold Slack -> 0.415 ns
Critical path peak fanout -> 6
Largest net degree at the start of global routing -> 33
CP Data Arrival Time -> 1.75 ns
Max VDD drop -> 0.207 mV
Routed Wire Length -> 6030 um
CORE AREA -> 0.00781 mm^2
P per Cell Area -> 508 mW/mm^2
Row cnt -> 32
Tot GR Track Use -> 10.0%
Fillers -> 802
Clock network fraction of total power -> 23.2%
Final setup fails -> 0
Cycle use final -> 95.1%
DP Area -> 0.00242 mm^2
Met3 Use GR -> 3.82%
Final non-filler cell total -> 335
Switching share of power -> 27.8%
Register share after synthesis -> 29.1%
Max-Cap Viols -> 0
Cell-by-cell trace of the critical path -> clkdlybuf4s50_1 > buf_12 > a22oi_1 > a41oi_1 > mux2_1
Pins Over Slew Limit -> 0
Design Area, Final -> 0.00252 mm^2
Fin. Hold Viols -> 0
Internal power -> 0.924 mW
Total die size -> 0.0121 mm^2
Distinct lib cells used -> 15
Combinational Power Share -> 41.6%
Setup crit start kind -> input port
Global routing usage on met2 -> 14.7%
GRT Residual Overflow -> 0
Average wire per standard cell -> 18.0 um
Inserted Clock Buffers -> 3
Clock transition at the registers of the reported paths -> 0.07 ns
Hold_buf cts -> 0
Top delay family on crit path -> buffers and inverters
RSZ-0062 raised after global routing -> no
Detail Route Antenna Nets -> 0
Tmin final -> 1.62 ns
Maximum clock rate -> 0.618 GHz
Max Buffers Root-to-Sink -> 2
P_sw -> 0.356 mW
Post-Syn Area -> 0.00138 mm^2
Reg-to-reg critical path startpoint -> oRand1[0]$_DFFE_PN0P_
Syn_area_per_cell -> 10.3 um^2
Relative slew slack -> 77.2%
CTS root buf -> clkbuf_8
Pre-Repair DR Iteration Count -> 4
# Cells Yosys -> 134
Worst hold path class -> input port to asynchronous set/reset pin
CTS tree -> built
Ant diodes -> 0
Leak -> 1.04 nW
Synth Instances -> 134
Initial DRC count -> 67
Number of global-route vias before repair -> 1629
H-tree depth -> 1
DPL Wire Length -> 4910 um
Slowest cell on crit path -> clkdlybuf4s50_1
Clock Skew -> 0 ns
CP required -> 1.83 ns
GPL Wtd Cong -> 0.779
Delay of the slowest critical-path stage -> 0.49 ns
Tightest Pin Transition -> 0.341 ns
Bufs and invs on worst path -> 2
Outcome -> completed
Chip Height -> 110 um
Worst Reg-to-Reg Cells -> 2
Fp util -> 17.6%
Vias per inst -> 4.34
Syn. warnings -> 1
Clock Sinks -> 16
CP endpoint kind -> flop
Initial antenna violation count -> 0
Seq pwr share -> 35.2%
Most used routing layer -> met2
Remaining DRCs -> 0
Inst Count DP -> 326
FF+latch count, synth -> 16
Layout cell share with drive strength beyond 1 -> 21.5%
Die W -> 110 um
Clk latency of the worst-skew pair -> 0.25 ns
R2r setup slk -> 0.77 ns
Reg2reg end -> oRand1[0]$_DFFE_PN0P_
First-pass GRT wire length -> 9260 um
Syn-to-layout area delta -> 83.2%
PortBufs -> 83
CP startpoint -> iOneHot[7]
WS Path Type -> input port to flop
YS chip area -> 0.00138 mm^2
-- how the worst max path moves through the flow --
stage / end / slack, ns / cells after the start
after CTS: oRand[1] / 0.007 / 5
after global routing: oRand1[6]$_DFFE_PN0P_ / 0.02 / 5
final: oRand1[6]$_DFFE_PN0P_ / 0.08 / 5
-- registers in the layout, indices dropped and copies added (netlist names) --
register	count
oRand1	8
oRand0	8
-- stage by stage --
stage | TNS, ns | worst slack (ns) | util, % | power, mW
5_1_grt | 0 | 0.0190 | 32.3 | 1.36
2_1_floorplan | 0 | 0.349 | - | 0.664
6_report | 0 | 0.0827 | 32.3 | 1.28
3_5_place_dp | -6.85 | -0.412 | 31.1 | 0.994
4_1_cts | 0 | 0.00721 | 32.1 | 1.29
3_3_place_gp | -6.47 | -0.401 | 31.1 | 0.990
-- timing repair --
action	CTS	global route
cloned	0	0
setup buffers	4	2
gates resized	16	3
setup endpoints to repair	16	4
-- layout by cell type, fill, tap and decap left out --
master and count:
buf_12 3, mux2_1 16, clkbuf_8 3, a22oi_4 1
buf_6 3, mux2_2 6, mux2_4 2, clkdlybuf4s15_1 1
a22oi_2 11, buf_2 1, a22oi_1 20, nor2b_1 16
nor2_1 16, buf_4 20, dfrtp_1 16, a41oi_1 16
dlygate4sd2_1 7, inv_1 1, clkdlybuf4s50_1 74
-- worst reg2reg max path: cells and delay by family (launching register included) --
family	cells	cell delay, ns
DFF	1	0.40
muxes	1	0.28
and+or+nand+nor	1	0.13
-- layout make-up --
type,instances,area [um^2],area share [%]
repair buffers,109,1060,42.1
inverters,1,3.75,0.149
clock buffers,3,41.3,1.64
flip-flops and latches,16,400,15.9
well taps,102,128,5.06
multi-input cells,104,887,35.2
-- cells by family (layout without fill, tap and decap cells) --
group / after synthesis / in the layout / synth area share, %
muxes: 24 / 24 / 19.6
AOI/OAI and AO/OA: 48 / 48 / 32.3
DFF: 16 / 16 / 29.1
buffers and inverters: 14 / 113 / 7.36
and+or+nand+nor: 32 / 32 / 11.6
-- per-layer routing --
metal	part of all wire, %	up-vias	routed length (um)
met5	0	-	0
met4	0.38	0	23
met3	10	2	621
met2	41	66	2470
met1	48	657	2920
li1	-	728	-
-- power groups by stage --
stage                 sequential [mW]  combinational, mW  clock [mW]
after CTS                       0.450              0.537       0.304
after global routing            0.456              0.584       0.321
final                           0.450              0.533       0.297
-- Yosys cell counts --
cell | n | area [um^2]
inv_1 | 1 | 3.75
mux2_1 | 16 | 180
a41oi_1 | 16 | 140
clkbuf_2 | 1 | 5.00
a22oi_2 | 10 | 125
buf_6 | 5 | 56.3
dfrtp_1 | 16 | 400
a22oi_4 | 1 | 21.3
clkbuf_1 | 3 | 11.3
nor2_1 | 16 | 60.1
a22oi_1 | 21 | 158
nor2b_1 | 16 | 100
mux2_2 | 8 | 90.1
buf_4 | 2 | 15.0
buf_2 | 2 | 10.0
Power is estimated from default activity; no workload was simulated.
